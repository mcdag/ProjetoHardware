File: flow/config.mk
export PLATFORM = sky130hd
export DESIGN_NAME = mux_PCSource
export DESIGN_NICKNAME = mux_PCSource
export VERILOG_FILES = /design/flow/design.v
export SDC_FILE = /design/flow/constraint.sdc
export NUM_CORES = 4
export LEC_CHECK = 1
export CORE_AREA = 10 10 101 101
export DIE_AREA = 0 0 111 111
File: flow/run.sh
#!/bin/bash
# OpenROAD 26Q1-2900-gdf79404cd8, Yosys 0.63+post, stock flow scripts
make -C /OpenROAD-flow-scripts/flow DESIGN_CONFIG=/design/flow/config.mk WORK_HOME=/design/flow/orfs finish
File: flow/constraint.sdc
current_design mux_PCSource

set clk_period 1.5
set clk_io_pct 0.2

create_clock -name clk0 -period $clk_period

set non_clock_inputs [all_inputs -no_clocks]
set_input_delay [expr $clk_period * $clk_io_pct] -clock clk0 $non_clock_inputs
set_output_delay [expr $clk_period * $clk_io_pct] -clock clk0 [all_outputs]
File: flow/design.v
module mux_PCSource (
  input wire  [2:0]  selector,
  input wire  [31:0] input_one,
  input wire  [31:0] input_two,
  input wire  [31:0] input_three,
  input wire  [31:0] input_four,
  input wire  [31:0] input_five,
  output wire [31:0] output_final
);
  wire [31:0] aux_1;
  wire [31:0] aux_2;
  wire [31:0] aux_3;
  assign aux_1 = (selector[0]) ? input_two : input_one;
  assign aux_2 = (selector[0]) ? input_four : input_three;
  assign aux_3 = (selector[1]) ? aux_2 : aux_1;
  assign output_final = (selector[2]) ? input_five : aux_3;
  endmodule
==> changes_impl.md <==
## Implementation

* Max VDD drop at 0.119 mV
* Final wirelength at approximately 9.5 mm
* Pwr dens at between 200 and 300 nW/um^2
* Crit-path max FO at 6
* Slew headroom at between 80% and 90%
* Routed wire per std cell at about 19 um
* Wire length of the first global-routing pass at around 14 mm
* Seq/Total Area, Yosys at 0%
* # port buffers at about 200
* Seq cells at 0
* Num ports at between 150 and 200
* DRT antenna net count at 0
* Routability cong. at a little over 0.8
* Status: finished, violations left
* Inst Count DP at 487
* Critical Path Start: selector[2]
* Hold WC Path Type: input pin to output pin
* Gate power share at 100.0%
* Net Sw Frac at 34.2%
* Max Slew Vio Count at 0
* Post-DP HPWL at 7.40 mm
* Largest net degree at the start of global routing at 24
* Tcrit/Tclk final at 113%
* Storage cell area at 0 sq um
* Worst Tran Pin Value at between 0.2 and 0.3 ns
* Distinct lib cells at 14
* Critical path, cell by cell: buf_12 > buf_12 > nand2b_4 > buf_16 > buf_12 > a211oi_4 > a221oi_2 > buf_2
* Layout area overhead at 199%
* Pre-antenna DRT Iters at 4
* Top logic family: AND-OR/OR-AND gates
* Aoi share at around 42%
* Die Width at about 110 um
* GRT Total Usage at between 10% and 20%
* Core ar. at just over 8000 sq um
* Die y size at 111 um
* Clock network fraction of design power at 0%
* Critical Path Most Common Cell: buf_12
* Setup violations, final at 32
* Failing checks: negative setup slack
* Max-cap violations at 0
* Detailed-route via count at between 2,000 and 2,500
* Yosys stat area at around 1400 sq um
* Yosys Instances at 183
* Hold Vio Cnt, Final at 0
* Tmin final at 1.70 ns
* DR vias/cell at approximately 4.4
* Crit. End Element: output pin
* Slowest-stage cell, CP: a211oi_4
* Die ar. at between 10,000 and 15,000 sq um
* Mean Syn Cell Area at 7.75 sq um
* CP arrival at roughly 1.4 ns
* Ant diodes at 0
* CP peak stage delay at ~0.22 ns
* Warnings from Yosys at 0
* Int Power at roughly 0.00075 W
* P_sw at 0.000390 W
* Yosys adder share at 0%
* Clock buffers at 0
* Fmax achieved at between 0.5 and 0.6 GHz
* Post-Layout Cell Count at between 500 and 600
* Final WS setup at -0.196 ns
* Share of cells above drive strength 1 at approximately two fifths
* Total global routing overflow at 0
* Mux share at 22.6%
* Mapped Cells at 183
* RSZ-0062 raised after global routing: yes
* XOR/XNOR Fraction of Synth Area at 0%
* Post-synthesis cell area at ~1400 sq um
* 1st-iter DRT viols at between 60 and 70
* Vias in the first global route at 2,371
* Initial antenna violation count at 0
* Starting Density at between 10% and 20%
* DRC at 0
* CP endpoint: output_final[1]
* Fin Setup TNS at -2.55 ns
* Crit path launch type: input pin
* CP required at 1.20 ns
* Finished Cell Area at between 4000 and 5000 sq um
* And+or+nand+nor area frac at between 10% and 20%
* Tool Warnings at 34
* Seq pwr share at 0%
* Placement Cell Area at between 3000 and 4000 sq um
* Num rows at 33
* Leak at approximately 1.9 nW
* CP Class: input pin to output pin
==> stage by stage <==
stage	power [W]	util (%)	hold WS [ns]	setup WS, ns
after floorplan	0.000305	-	0.677	0.173
after global placement	0.000984	44.2	1.51	-1.03
after detailed placement	0.000989	44.2	1.51	-1.04
after CTS	0.00105	48.1	1.14	-0.187
after global routing	0.00122	52.1	0.975	-0.241
final	0.00114	52.1	0.953	-0.196
==> power groups by stage <==
stage	logic (W)	registers, W	clock network, W
6_report	0.00114	0	0
5_1_grt	0.00122	0	0
4_1_cts	0.00105	0	0
==> layer usage <==
layer	vias to the layer above	share of wire (%)	global-route usage, %
met3	2	6.5	3.12
met5	-	0	0
met1	1036	41	16.8
met2	97	52	25.2
met4	0	0.35	0.434
li1	1121	-	-
==> worst min path at each step <==
stage                     startpoint               end  slack (ns)  cells after the start
after CTS                selector[0]  output_final[19]        1.14                      4
after global routing  input_five[23]  output_final[23]        0.97                      4
final                 input_five[23]  output_final[23]        0.95                      4
==> layout make-up <==
cell class         instances  area (sq um)
repair buffers           239          2340
fillers                  726          3900
multi-input cells        131          1640
well taps                105           131
inverters                 32           120
==> critical path: cells and delay by family <==
family,cells,cell delay [ns]
and+or+nand+nor,1,0.19
AOI/OAI and AO/OA,2,0.27
buffers and inverters,5,0.64
==> cells in the mapped netlist (all sizes together) <==
library cell	number	area, sq um
a211oi	32	240
nand2b	1	13.8
mux2i	32	320
inv	32	120
clkbuf	2	7.51
a221oi	32	362
nor2b	32	200
nor2	1	3.75
buf	19	150
==> layout by cell type (no fill, tap or decap), drive strengths merged <==
| master | instances |
|---|---|
| buf | 77 |
| a211oi | 32 |
| nor2 | 2 |
| a221oi | 32 |
| inv | 32 |
| mux2i | 32 |
| dlygate4sd2 | 14 |
| clkbuf | 2 |
| dlymetal6s2s | 9 |
| clkdlybuf4s50 | 137 |
| nor2b | 32 |
| nand2b | 1 |
==> timing repair <==
action | in CTS | in global routing
resized | 204 | 52
setup endpoints to repair | 32 | 32
hold buffers | 0 | 0
setup buffers | 9 | 8
pin swaps | 25 | 8
gates cloned | 2 | 1
==> kinds of logic (layout without fill, tap and decap cells) <==
family | Yosys count | count (layout)
buffers and inverters | 53 | 271
AND/OR/NAND/NOR | 34 | 35
multiplexers | 32 | 32
AND-OR/OR-AND | 64 | 64
Power figures rest on the tool's default switching activity, not on a simulated workload.
