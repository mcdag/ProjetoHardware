### design/flow/run.sh
#!/bin/bash
# OpenROAD 26Q1-2900-gdf79404cd8, Yosys 0.63+post, stock flow scripts
make -C /OpenROAD-flow-scripts/flow DESIGN_CONFIG=/design/flow/config.mk WORK_HOME=/design/flow/orfs finish
### design/flow/constraint.sdc
current_design mux_writeData

set clk_period 2.4
set clk_io_pct 0.2

create_clock -name clk0 -period $clk_period

set non_clock_inputs [all_inputs -no_clocks]
set_input_delay [expr $clk_period * $clk_io_pct] -clock clk0 $non_clock_inputs
set_output_delay [expr $clk_period * $clk_io_pct] -clock clk0 [all_outputs]
### design/flow/design.v
module mux_writeData (
  input wire  [2:0]  selector,
  input wire  [31:0] input_one,
  input wire  [31:0] input_two,
  input wire  [31:0] input_three,
  input wire  [31:0] input_four,
  input wire  [31:0] input_five,
  input wire  [31:0] input_six,
  output wire [31:0] output_final
);
  wire [31:0] aux_1;
  wire [31:0] aux_2;
  wire [31:0] aux_3;
  wire [31:0] aux_4;
  assign aux_1 = (selector[0]) ? input_two : input_one;
  assign aux_2 = (selector[0]) ? input_four : input_three;
  assign aux_3 = (selector[1]) ? aux_2 : aux_1;
  assign aux_4 = (selector[0]) ? input_six : input_five;
  assign output_final = (selector[2]) ? aux_4: aux_3;
  endmodule
### design/flow/config.mk
export PLATFORM = sky130hd
export DESIGN_NAME = mux_writeData
export DESIGN_NICKNAME = mux_writeData
export VERILOG_FILES = /design/flow/design.v
export SDC_FILE = /design/flow/constraint.sdc
export NUM_CORES = 4
export LEC_CHECK = 1
export CORE_AREA = 10 10 131 131
export DIE_AREA = 0 0 141 141
==> impl_metrics.ini <==
; implementation run metrics
[status]
run_status = complete, no violations

[drt]
num_antenna_cells = 0
viasPerCell = 3.727
drc = 0
drtIter0Drc = 38
num_vias = 1923
wl_per_cell_microns = 18.06
ant_nets = 0
first_pass_iters = 4
drt_wl_total_microns = 9320

[final_timing]
period_minus_slack_ps = 2361
grt_setup_unrepaired = false
fin_crit_sh_pct = 98.37
fmax_mhz = 423.6
slew_headroom_pct = 86.01
tns_ps = 0
setup_viol = 0
slew_violations = 0
hold_viol = 0
worst_slew_pin_slew_ps = 209.9

[synth]
yosys.area.top_type_share_pct = 46.23
synth_area_sq_mm = 0.001559
ys_cells = 110
synthesis.instances = 110
ys_warn_count = 0
yosysSeqAreaShare_pct = 0
ys_area_sq_mm = 0.001559
area_leaders = mux4_2 (46%), mux2_2 (25%), mux2_1 (20%)
synth_cell_types = 7
syn_area_per_cell_sq_um = 14.17
largest_area_cell = mux4_2

[pwr]
netSwitchingPower_uw = 148.0
pwr-share-comb_pct = 100.0
clockPowerShare_pct = 0
p_leak_uw = 0.001506
pwr_density_cell_mw_per_mm2 = 163.9
ir_drop_v = 0.00007540
p_seq_share_pct = 0
switching_share_pct = 21.91
internal_power_uw = 527.3

[setup_path]
cp-start-kind = primary input
cpMaxStageDelayCell = mux4_2
worstSetupPathType = primary input to output port
critical_path_buf_inv_count = 2
critPathRequiredTime_ps = 1920
startpoint = input_three[0]
slowest_delay_ps = 450
crit_chain = clkdlybuf4s50_1 > mux2_1 > mux4_2 > dlygate4sd2_1
cp-end-kind = output port
worstPathArrival_ps = 1880
path_max_fanout = 1
cp_top_family = multiplexers

[global_routing]
grt-ovfl-total = 0
grt_util_met3_pct = 3.580
busiest_layer = met2
grt_max_degree = 33
grt_pass1_wl_microns = 13670
use_met1_pct = 9.624
grt_pass1_vias = 2229
grt.met2_usage_pct = 16.40
grt_use_total_pct = 8.791
antenna_found_initial = 0

[cells_and_area]
area_delta_synth_final_pct = 164.2
most-common-layout-cells = clkdlybuf4s50_1 (191), mux2_2 (35), mux4_2 (32), dlygate4sd2_1 (26), mux2_1 (23)
comb_area_sq_mm = 0.001464
fillers = 1465
nFlopsAndLatches = 0
seq_area_sq_um = 0
layout_top_cell = clkdlybuf4s50_1
finalCoreUtilization_pct = 28.56
layout-drive-gt1-share_pct = 25.90
nClkBuffers = 0

[floorplanning]
io_pins = 227
fp-utilization_pct = 10.81
die_y_microns = 141
die_x_microns = 141
core_area_sq_mm = 0.01442
dieArea_sq_mm = 0.01988
fp-row-count = 44

[run]
maxCapViolations = 0
warnings = 32

[hold_path]
hold_class = primary input to output port
min_path_cells = 4
hold_start = selector[2]
min_to = output_final[24]

[placed_design]
hpwlAfterDp_microns = 7932
port-buffer-count = 227
gp_congestion = 0.7970

[cts]
cts_hold_buf = 0
[cells by family after synthesis]
kind of cell           Yosys count  synth area share, %
muxes                           96                92.94
buffers and inverters           14                7.063
[worst min-delay path, cell delays in order]
cell,delay (ps)
buf_2,110
buf_12,170
mux4_2,250
clkbuf_2,90
[stage by stage]
step / hold slack [ps] / setup slack (ps) / total power [uW] / area [sq um] / std cells
after floorplan: 1084 / 431.4 / 224.2 / 1559 / 110
after global placement: 1962 / -192.4 / 693.8 / 4036 / 512
after detailed placement: 1956 / -196.0 / 697.2 / 4036 / 512
after CTS: 1693 / 22.67 / 683.0 / 4103 / 516
after global routing: 1651 / 9.073 / 728.3 / 4119 / 516
final: 1611 / 39.12 / 675.3 / 4119 / 516
[synthesized netlist by cell type]
master     n
buf_2      4
mux2_2    35
mux4_2    32
mux2_1    27
mux2_4     2
clkbuf_1   3
buf_6      7
[per-layer routing]
layer	vias up	routed length (microns)
li1	923	-
met1	873	3452
met2	127	4823
met3	0	1043
met4	0	0
met5	-	0
[worst max-delay path by stage]
stage / endpoint / slack (ps) / cells after the start
finish: output_final[0] / 40 / 4
global route: output_final[6] / 9 / 4
CTS: output_final[8] / 20 / 4
[timing repair]
action                                  in CTS  in global routing
endpoints found under the setup margin      32                  8
cloned                                       3                  0
buffers inserted                             1                  0
hold endpoints to repair                     0                  0
gates resized                               42                 10
[area by class of cell]
cell class | count | share of cell area [%]
repair buffers | 236 | 58.87
multi-input cells | 96 | 35.54
well taps | 184 | 5.589
[power groups by stage]
stage	clock, uW	sequential, uW	combinational, uW
CTS	0	0	683
global route	0	0	728
finish	0	0	675
Power figures rest on the tool's default switching activity, not on a simulated workload.
